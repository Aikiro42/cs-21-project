### /design/flow/run.sh
#!/bin/bash
# OpenROAD 26Q1-2900-gdf79404cd8, Yosys 0.63+post, stock flow scripts
make -C /OpenROAD-flow-scripts/flow DESIGN_CONFIG=/design/flow/config.mk WORK_HOME=/design/flow/orfs finish
### /design/flow/config.mk
export PLATFORM = sky130hd
export DESIGN_NAME = wordmod
export DESIGN_NICKNAME = wordmod
export VERILOG_FILES = /design/flow/design.v
export SDC_FILE = /design/flow/constraint.sdc
export NUM_CORES = 4
export LEC_CHECK = 1
export CORE_AREA = 10 10 70 70
export DIE_AREA = 0 0 80 80
### /design/flow/constraint.sdc
current_design wordmod

set clk_period 2.5
set clk_io_pct 0.2

create_clock -name clk0 -period $clk_period

set non_clock_inputs [all_inputs -no_clocks]
set_input_delay [expr $clk_period * $clk_io_pct] -clock clk0 $non_clock_inputs
set_output_delay [expr $clk_period * $clk_io_pct] -clock clk0 [all_outputs]
### /design/flow/design.v
`timescale 1ns / 1ps
module wordmod(
  input logic [31:0] byte_addr,
  input logic [31:0] orig_word,
  input logic [7:0] byte_to_write,
  output logic[31:0] modded_word
);
logic [31:0] wordmod, wordmod_mask;
int shift;
assign shift = byte_addr[1:0] * 8;
assign wordmod = {24'b0, byte_to_write} << shift;
assign wordmod_mask = 'h000000FF << shift;
assign modded_word = (orig_word & ~wordmod_mask) | wordmod;
endmodule
==> notes.md <==
Results of the flow run.

After synthesis, flip-flops and latches occupy 0% of the total area. Detailed placement finished with a half-perimeter wire length of 2360 um. The via count of the first global-routing pass stands at 650. The final timing report gives a worst setup slack of 0.156 ns.

In the Yosys stats the netlist draws on 5 distinct library cells. The initial antenna violation count stands at 0. The worst-case headroom to the max-slew limit stands at 84.6%. Setup repair after global routing left no endpoint under its margin. The flow ran to the end, and the final reports show no timing, DRC or antenna violations. The placer's final routability congestion estimate stands at 0.815. The portion of synthesized cell area occupied by the leading cell type stands at 88.3%.

The maximum number of pins on one net before global-route repair stands at 9. The required time reported for the critical path endpoint stands at 2.00 ns. After synthesis, the cell types taking the most area are mux2_2 88%, buf_6 5.5%, nand2b_1 3.1%.

The OpenROAD warning count stands at 62. The total net switching power stands at 45.1 uW. The routed design shows a wire length per standard cell of 16.4 um. In this run the vertical extent of the chip is 80 um.

The arrival time at the worst endpoint stands at 1.84 ns. The global-route wire length before repair stands at 3850 um. The script computed a power per unit cell area of 170 mW/mm^2. The number of cells in the yosys synthesis report stands at 38. By instance count after routing, the leading logic cell type is clkdlybuf4s50_1. The highest clock rate stands at 427 MHz. The total of endpoints with negative setup slack in the final report stands at 0. The synthesized area per cell stands at 10.7 um^2. The area recorded from the Yosys report for this design is 408 um^2.

The count of buffers added by post-CTS timing repair for setup stands at 0. The largest individual stage delay along the critical path comes from the cell clkdlybuf4s50_1. After floorplanning, the die was sized to cover 0.00640 mm^2. The iteration count recorded for the first detailed-route pass is 4.

Yosys printed 0 warnings. For this run, the total global-route usage over all layers was measured as 7.53%. Summed over all cells, the static leakage comes to 0.458 nW. The flip-flop and latch area stands at 0 um^2. The completed layout was analyzed and its total power is 208 uW.

The total met3 wirelength after detailed routing stands at 187 um. The detailed router finished its first iteration with 14 violations. The largest single stage delay on the critical path is 0.42 ns. The via count normalized by instance count stands at 3.63. The area after detailed placement stands at 0.00123 mm^2.

The netlist area before placement stands at 408 um^2. In this run the layout overhead on the synthesized area is reported as 201%. Routed signal wires occupy layers up through met3. In this run the critical path is formed by dlygate4sd2_1 -> nand2b_1 -> buf_4 -> mux2_2 -> clkdlybuf4s50_1. The I/O pin count stands at 104.

Across the VDD grid, the largest voltage drop is 0.0439 mV. The detail route stage leaves a number of antenna-violating nets equal to 0. The antenna diode count stands at 0. Looking at the power breakdown, sequential logic takes 0% of the total. The max-cap violation count stands at 0. The area of all placed cells without fillers stands at 0.00123 mm^2. The final critical path takes up 93.8% of the cycle. Row generation in the floorplan step produced 21 rows. The number of instances in the synthesized netlist stands at 38. In the routed design, unresolved DRC markers number 0. The critical path in this run is classified as in2out. In the layout the commonest cells are 72 x clkdlybuf4s50_1, 32 x mux2_2, 6 x buf_4. Note that the worst hold path type here is in2out. Max fanout on the critical path was recorded as 5. The cell type that accounts for the most area after synthesis is mux2_2. The floorplan-stage core utilization stands at 11.9%.

The total via count after detailed routing stands at 588. After detailed routing, the total wire length is 2650 um. The met1 routed wirelength after detailed routing stands at 1050 um. The number of sequential cells stands at 0.

The worst-case hold slack stands at 2.03 ns. The die width stands at 80 um. The power report attributes to the combinational group a share of 100.0%.

In this run switching power makes up 21.7% of total power. The transition time at the pin with the least slew margin stands at 0.230 ns. The length of routed met2 wiring stands at 1410 um. STA classifies the critical path startpoint as an input port. Per the final layout report, the fraction of cells sized above drive strength 1 comes to 34.5%. The clock network is responsible for 0% of the overall power. The layout clock buffer count stands at 0. The final critical delay including setup and external delays stands at 2.34 ns. According to the floorplan report, the placeable core area is 0.00342 mm^2. The worst setup path is captured at a primary output. The count of endpoints failing hold in the final timing report stands at 0. For reference, the final report shows the max-slew violation count at 0.

The total overflow left after global routing is 0. The placement-stage worst setup slack stands at -0.117 ns. The number of port buffers stands at 74. The internal power of the cells totals 163 uW.
## power groups by stage
stage / Combinational, mW / Clock (mW) / Sequential [mW]
final: 0.208 / 0 / 0
after global routing: 0.224 / 0 / 0
after CTS: 0.213 / 0 / 0
## cells by family after synthesis
group                  count (synthesis)  synth area share [%]
multiplexers                          32                  88.3
buffers and inverters                  2                  5.52
AND/OR/NAND/NOR                        4                  6.14
## area by class of cell
class | instances | area (um^2)
fillers | 344 | 2190
repair buffers | 80 | 783
multi-input cells | 36 | 385
well taps | 46 | 57.6
## synth_stat cells
cell,number
mux2_2,32
buf_6,2
nand2b_1,2
nand2_2,1
nor2_2,1
## worst max-delay path: cells and delay by family
family,cells,cell delay (ns)
buf+inv,3,0.86
mux,1,0.34
simple gates,1,0.15
## repair_timing
item                       4_1_cts  5_1_grt
gates resized                    2        0
setup endpoints to repair       28        0
hold buffers                     0        0
## through the flow
stage	cells	TNS, ns	utilization (%)
3_3_place_gp	162	-1.71	36.0
4_1_cts	162	0	35.9
6_report	162	0	35.9
2_1_floorplan	38	0	-
3_5_place_dp	162	-1.76	36.0
5_1_grt	162	0	35.9
## routing by layer
| layer | vias to the layer above | global-route usage, % |
|---|---|---|
| met4 | 0 | 0 |
| met1 | 261 | 8.97 |
| met2 | 25 | 14.5 |
| li1 | 302 | - |
| met3 | 0 | 1.02 |
| met5 | - | 0 |
## path summary, 6_finish.rpt
kind / to / cells past startpoint / slack (ns) / start
worst min-delay path: modded_word[6] / 3 / 2.03 / orig_word[6]
worst max-delay path: modded_word[13] / 5 / 0.16 / byte_addr[1]
Power is estimated from default activity; no workload was simulated.
